[flow/design.v]
`timescale 1ns / 1ps
`timescale 1ns / 1ps
module counter
#( parameter integer width = 16 )     
(
    input clk, cnt, load, rst,
    input [width-1:0] start,
    output reg [width-1:0] cout,
    output reg wrap
    );
    always @ (negedge clk) begin
        if (!rst) cout = 0;                  
            else if (cout) cout = cout -1;   
            else if (!cnt) cout = cout;      
            else if (load) cout = start;     
            else cout = start;           
        if (!cout) wrap = 1;
            else wrap = 0;
    end       
endmodule
[flow/run.sh]
#!/bin/bash
# OpenROAD 26Q1-2900-gdf79404cd8, Yosys 0.63+post, stock flow scripts
make -C /OpenROAD-flow-scripts/flow DESIGN_CONFIG=/design/flow/config.mk WORK_HOME=/design/flow/orfs finish
[flow/config.mk]
export PLATFORM = sky130hd
export DESIGN_NAME = counter
export DESIGN_NICKNAME = counter
export VERILOG_FILES = /design/flow/design.v
export SDC_FILE = /design/flow/constraint.sdc
export NUM_CORES = 4
export LEC_CHECK = 1
export CORE_AREA = 10 10 91 91
export DIE_AREA = 0 0 101 101
[flow/constraint.sdc]
current_design counter

set clk_period 8.8
set clk_io_pct 0.2

create_clock -name clk0 -period $clk_period [get_ports {clk}]

set non_clock_inputs [all_inputs -no_clocks]
set_input_delay [expr $clk_period * $clk_io_pct] -clock clk0 $non_clock_inputs
set_output_delay [expr $clk_period * $clk_io_pct] -clock clk0 [all_outputs]
==> impl_metrics.tcl <==
# yosys + openroad results
set metrics [dict create \
    status "completed" \
    num_io_pins 37 \
    netlist_instances 122 \
    reg2reg_depth 7 \
    ys_seq_share_pct 32.6 \
    clock_latency_ns 0.33 \
    critPathKind "in -> reg" \
    holdPathStages 2 \
    syn2layout_area_growth_pct 50.5 \
    leakage_uw 0.000612 \
    initial_core_util_pct 16.4 \
    io_buffers 35 \
    wl_um 3610 \
    seqPwrFrac_pct 27.0 \
    finalSetupViolations 0 \
    drv_cap 0 \
    n_fill_cell 684 \
    cts.hold.buffers_added 0 \
    vias_per_cell 4.58 \
    final.setup_skew_ns 0.0176 \
    syn_area_per_cell_um2 8.55 \
    log.warning_count 44 \
    critical_path_required_ns 4.60 \
    yosys_area_mm2 0.00104 \
    tns_ns 0 \
    gp_congestion 0.839 \
    num_vias 1140 \
    hold_viol_final 0 \
    rr_startpoint "cout[4]$_DFF_N_" \
    htree_levels 1 \
    worst_pin_slew_ns 0.504 \
    min_from "cout[14]$_DFF_N_" \
    wl_per_cell_um 14.5 \
    crit_path_max_incr_delay_ns 0.48 \
    switching_share_pct 44.8 \
    internal_power_uw 293 \
    timing.final.ws_setup_ns 1.08 \
    first_iter_violations 83 \
    cp_slowest_cell "clkdlybuf4s50_1" \
    yosys_warnings 1 \
    ys.flops 17 \
    cts_buffers 3 \
    cts_root_buffer "clkbuf_8" \
    yosysUniqueCellTypes 44 \
    row_count 29 \
    netlist_area_mm2 0.00104 \
    clk_pin_slew_ns 0.03 \
    final_util_pct 24.7 \
    post-dp-hpwl_um 2810 \
    dieHeight_um 101 \
    antenna_left 0 \
    clockBufferDepth 2 \
    postCtsSetupRepairBufs 0 \
    whs_endpoint "cout[14]$_DFF_N_" \
    p_clk_share_pct 16.1 \
    vdd_ir_drop_max_uv 87.2 \
    cp.arrival_ns 3.52 \
    coreArea_mm2 0.00635 \
    worstHoldPathType "reg -> reg" \
    antenna_found_initial 0 \
    worstSetupEndpointType "flip-flop" \
    combPwrFrac_pct 56.9 \
    r2r-end "wrap$_DFF_N_" \
    yosysCellCount 122 \
    p_per_area_mw_per_mm2 338 \
    worstPathCellList "clkdlybuf4s50_1 -> inv_1 -> nor3_4 -> a221oi_2 -> a311oi_2 -> nor4_1 -> and3_1" \
    grt_pass1_vias 1232 \
    slew-limit-headroom_pct 66.3 \
    regToRegSetupSlack_ns 5.95 \
    place_ws_ns 0.764 \
    cts-resized-gates 0 \
    die-area_mm2 0.0102 \
    grt_pass1_wl_um 5960 \
    maxSlewViolCount 0 \
    regArea_um2 340 \
    cts_tree "yes" \
    die_w_um 101 \
    gr-usage-all-layers_pct 7.20 \
    switching_power_uw 238 \
    grt_overflow 0 \
    drive_gt1_share_pct 9.30 \
    start_kind "primary input" \
    firstDrtPassIters 4 \
    grt_start_max_net_pins 12 \
    clock-sinks 17 \
    rsz0062_at_grt "no" \
    path_max_fanout 9 \
    mi_logic_area_um2 641 \
    insertedDiodeCount 0 \
    drc 0 \
    fin_hold_ws_ns 0.508 \
]
[power groups by stage]
stage / logic [µW] / clock network [µW] / registers (µW)
finish: 302 / 85.5 / 143
global route: 337 / 102 / 151
CTS: 306 / 89.6 / 143
[sequential cells by signal, summed over array words and instances, names as in the netlist]
signal	cells
cout	16
wrap	1
[stage by stage]
stage               std cells  total power, µW  cell area (µm²)
floorplan                 122              357             1040
global placement          229              457             1470
detailed placement        229              460             1470
CTS                       249              539             1570
global route              249              590             1570
finish                    249              530             1570
[synthesized netlist by cell type, drive strengths merged]
cell type,n,area [µm²]
nor2,7,28.8
or4,5,37.5
a221oi,2,23.8
clkbuf,3,11.3
or4b,1,10.0
o21a,1,7.51
a311o,1,10.0
a21oi,8,40.0
o21ai,3,15.0
o31ai,1,7.51
nand2,8,30.0
o211ai,2,15.0
a22oi,1,7.51
o41ai,1,8.76
or3b,1,8.76
a211oi,8,75.1
o31a,2,17.5
nand3,2,10.0
inv,6,22.5
a31oi,6,37.5
xor2,1,8.76
ha,2,25.0
and3,2,12.5
nor4,9,68.8
or3,4,25.0
nand4b,1,8.76
or2,2,12.5
nor3,6,41.3
a311oi,1,15.0
nand2b,1,6.26
dfxtp,17,340
buf,4,28.8
o211a,1,10.0
mux2i,1,10.0
o22ai,1,6.26
[area by class of cell]
type / count / share of cell area, %
Inverter: 5 / 1.20
Clock inverter: 18 / 4.30
Timing Repair Buffer: 37 / 23.3
Tap cell: 77 / 6.14
Multi-Input combinational cell: 92 / 40.8
Clock buffer: 3 / 2.63
Sequential cell: 17 / 21.7
[how the worst max path moves through the flow]
stage,start,depth (start not counted),end,slack (ns)
4_1_cts,cnt,7,wrap$_DFF_N_,1.07
5_1_grt,cnt,7,wrap$_DFF_N_,0.95
6_report,cnt,7,wrap$_DFF_N_,1.08
[layout by cell type (no fill, tap or decap), types with 2 or more instances in the layout]
cell type / synthesis / routed
nor2_1: 6 / 6
a211oi_2: 3 / 3
a31oi_1: 6 / 6
a21oi_1: 8 / 8
nor3_1: 5 / 5
nand3_1: 2 / 2
or4_1: 5 / 5
nor4_1: 7 / 7
clkdlybuf4s50_1: 0 / 35
o21ai_0: 2 / 2
o31a_1: 2 / 2
a211oi_1: 5 / 5
buf_4: 1 / 2
nand2_1: 8 / 8
dfxtp_1: 17 / 17
ha_1: 2 / 2
nor4_2: 2 / 2
and3_1: 2 / 2
o211ai_1: 2 / 2
inv_1: 6 / 23
clkbuf_8: 0 / 3
or3_1: 4 / 4
[cells by family (layout without fill, tap and decap cells)]
kind of cell	Yosys count	count (layout)	synth area share [%]
DFF	17	17	32.6
and+or+nand+nor	49	49	28.8
xor gates and xnor gates	1	1	0.839
adders and majority gates	2	2	2.40
buffers and inverters	13	63	6.00
AOI/OAI and AO/OA	39	39	28.4
muxes	1	1	0.959
[worst max-delay path, delay by kind of cell]
kind,cells,cell delay (ns)
AOI/OAI and AO/OA,2,0.42
buffers and inverters,2,0.59
and+or+nand+nor,3,0.74
[routing by layer]
metal / vias up / GRT usage, % / part of all wire (%)
met5: - / 0 / 0
met4: 0 / 2.47 / 1.1
met3: 4 / 2.77 / 6.1
met2: 31 / 11.4 / 49
met1: 521 / 8.78 / 44
li1: 584 / - / -
No activity file was given, so power comes from the tool's default toggle rates.
