## flow/run.sh

```bash
#!/bin/bash
# OpenROAD 26Q1-2900-gdf79404cd8, Yosys 0.63+post, stock flow scripts
make -C /OpenROAD-flow-scripts/flow DESIGN_CONFIG=/design/flow/config.mk WORK_HOME=/design/flow/orfs finish
```

## flow/config.mk

```make
export PLATFORM = sky130hd
export DESIGN_NAME = pipeFSM
export DESIGN_NICKNAME = pipeFSM
export VERILOG_FILES = /design/flow/design.v
export SDC_FILE = /design/flow/constraint.sdc
export NUM_CORES = 4
export LEC_CHECK = 1
export CORE_UTILIZATION = 30
```

## flow/constraint.sdc

```tcl
current_design pipeFSM

set clk_period 2.5
set clk_io_pct 0.2

create_clock -name clk0 -period $clk_period [get_ports {clk}]

set non_clock_inputs [all_inputs -no_clocks]
set_input_delay [expr $clk_period * $clk_io_pct] -clock clk0 $non_clock_inputs
set_output_delay [expr $clk_period * $clk_io_pct] -clock clk0 [all_outputs]
```

## flow/design.v

```verilog
`timescale 1ns / 1ps
module pipeFSM(clk, c_state, onoff, strt_lcn, mtn_sensor, cmps, wll, turn, driving, location, action, facing_dir);
    input clk;
    input [1:0] onoff;
    input [7:0] strt_lcn;
    input [3:0] mtn_sensor;
    input [3:0] cmps;
    input [3:0] wll;
    output reg [1:0] turn;
    output reg [3:0] facing_dir;
    output reg driving;
    output reg [7:0] location;
    output reg [2:0] action;
    output reg [4:0] c_state;
    parameter off = 0;
    parameter idle = 1;
    parameter turn_left = 2;
    parameter turn_right = 3;
    parameter comp_lshift = 4;
    parameter comp_pass = 5;
    parameter comp_rshift = 6;
    parameter move = 7;
    parameter hot0 = 8;
    parameter hot1 = 9;
    parameter hot2 = 10;
    parameter plg0 = 11;
    parameter plg1 = 12;
    parameter plg2 = 13;
    parameter plg3 = 14;
    parameter fzn0 = 15;
    parameter fzn1 = 16;
    parameter fzn2 = 17;
    parameter fzn3 = 18;
    parameter fzn4 = 19;
    initial begin c_state = off; end
    always @ (posedge clk) begin
        case (c_state)
            off: 
                begin
                if (onoff == 2'b01 && strt_lcn != 0) c_state = idle; 
                else c_state = c_state;
                end
            idle:
                begin
                if (onoff == 2'b10) c_state = off;
                if (wll == 3'b011) c_state = turn_left;
                else if (wll == 3'b110) c_state = comp_pass;
                else if (wll == 3'b101) c_state = turn_right;
                else if (wll == 3'b000) c_state = c_state;
                end
            turn_left: 
                c_state = comp_lshift;
            turn_right:
                c_state = comp_rshift;
            comp_pass:
                c_state = move;
            comp_lshift:
                c_state = move;
            comp_rshift:
                c_state = move;
            move:
                begin
                if (mtn_sensor == 4'b1000) c_state = fzn0;
                else if (mtn_sensor == 4'b0010) c_state = plg0;
                else if (mtn_sensor == 4'b0100) c_state = hot0;
                else if (mtn_sensor == 4'b0001) c_state = idle;
                end                            
            hot0:
                c_state = hot1;                                           
            hot1:
                c_state = hot2;          
            hot2:
                c_state = idle;
            plg0:
                c_state = plg1; 
            plg1:
                c_state = plg2;             
            plg2:
                c_state = plg3;  
            plg3:
                c_state = fzn4;
            fzn0:
                c_state = fzn1;                                    
            fzn1:
                c_state = fzn2;      
            fzn2:
                c_state = fzn3;      
            fzn3:
                c_state = fzn4;      
            fzn4:
                c_state = idle;      
        endcase
    end
    always @ (c_state) begin
        case(c_state)
            idle: 
                begin
                if (onoff == 2'b01) location = strt_lcn;
                action = 3'b000;
                driving = 1'b0;
                end
            turn_left:
                turn = 2'b10;            
            turn_right:
                turn = 2'b01;
            comp_pass:
                begin
                turn = 2'b00;
                facing_dir = cmps; 
                end             
            comp_lshift:
                begin
                turn = 2'b00;
                facing_dir = (cmps << 1) + cmps[3];
                end        
            comp_rshift:
                begin
                turn = 2'b00;
                facing_dir = (cmps >> 1) + (cmps[0] << 3);            
                end
            move:
                begin
                driving = 1'b1;
                if (facing_dir == 4'b1000) location = location + 1;  
                else if (facing_dir == 4'b0010) location = location - 1;  
                else if (facing_dir == 4'b0100) location = location + 16;  
                else if (facing_dir == 4'b0001) location = location - 16;  
                end
            hot0:
                begin
                action = 3'b010;
                driving = 1'b0;
                end
            hot1:
                action = 3'b010;
            hot2:
                action = 3'b010;
            plg0:
                begin
                action = 3'b001;
                driving = 1'b0;
                end                
            plg1:
                action = 3'b000;
            plg2:
                action = 3'b001;
            plg3:
                action = 3'b000;
            fzn0:
                begin 
                action = 3'b100;
                driving = 1'b0;
                end
            fzn1:
                action = 3'b100;                       
            fzn2:
                action = 3'b000;
            fzn3:
                action = 3'b100;                                
            fzn4:
                action = 3'b100;                
        endcase
    end
endmodule
```

==> results.json <==
{
  "drcViolationCount": 0,
  "crit_fanout": 6,
  "dr.pass1.iters": 4,
  "unclocked_regs": 18,
  "clk_pin_slew_worst_paths_ns": 0.04,
  "lay_top_count": "clkdlybuf4s50_1",
  "syn_inst": 209,
  "ys_warn_count": 33,
  "rows": 26,
  "powerDensity_nw_per_um2": 879.3,
  "ant_nets": 0,
  "layout_top_cells": "clkdlybuf4s50_1, o21ai_0, nor2_1",
  "switching_share_pct": 42.26,
  "clock_latency_ns": 0.22,
  "wl_met3_um": 187,
  "max_slew_margin_pct": 43.63,
  "dieHeight_um": 75.12,
  "p_sw_uw": 804.3,
  "grt_start_max_net_pins": 19,
  "p_int_mw": 1.099,
  "ctsHoldBuffers": 0,
  "synthArstFlopShare_pct": 0,
  "wirelength_um": 4152,
  "worst_setup_path_end_kind": "register",
  "area_leaders": "dlxtn_1, edfxtp_1, o21ai_0",
  "outcome": "finished clean",
  "dp_hpwl_um": 3199,
  "final-setup-viol-count": 0,
  "min_path_type": "reg -> reg",
  "overflow": 0,
  "fin_skew_ns": 0.004354,
  "fp_util_pct": 31.21,
  "finalCriticalPeriod_ns": 2.007,
  "max_slew.worst_pin.slew_ns": 0.8366,
  "synth_top_cell_by_area": "dlxtn_1",
  "synthDominantCellAreaShare_pct": 16.85,
  "htreeDepth": 1,
  "p_clk_share_pct": 7.8,
  "wl_per_cell_um": 12.93,
  "grt_pass1_vias": 1505,
  "cts-root-buf": "clkbuf_8",
  "synth_cell_types": 48,
  "grt_first_pass_wirelength_um": 6755,
  "untimed_endpoints": 36,
  "finalSetupTns_ns": 0,
  "synthFlopType": "dlxtn_1",
  "boundaryPins": 46,
  "rsz0062_at_grt": "false",
  "chipArea_um2": 5643,
  "edf_count": 5,
  "clockBufferDepth": 2,
  "post-cts-setup-buffers": 0,
  "grt.total_usage_pct": 15.60,
  "avgSynthCellArea_um2": 7.675,
  "post-place-cells": 317,
  "power_frac_comb_pct": 60.6,
  "antennaDiodeCount": 0,
  "numCtsBuffers": 3,
  "final_hold_viol_count": 0,
  "crit_required_ns": 2.48,
  "cts_resized": 0,
  "vias": 1655,
  "arrival_ns": 1.99,
  "synthToLayoutAreaGrowth_pct": 34.95,
  "synth-seq-cells": 23,
  "cts_tree": "done",
  "gp_congestion": 0.8502,
  "drive_gt1_share_pct": 5.179,
  "worstSetupPathType": "in -> reg",
  "antenna_found_initial": 0,
  "peakVddDrop_mv": 0.5404,
  "fp.dieW_um": 75.12,
  "io_buffers": 45,
  "warning_count": 26,
  "drt_iter0_drc": 51,
  "start_kind": "input pin",
  "ys_chip_area_um2": 1604,
  "wirelength_met1_um": 1968,
  "wl_met2_um": 1975,
  "pwr-share-seq_pct": 31.5,
  "top_layer": "met4",
  "ys_cells": 209,
  "cellLeakagePower_nw": 0.8151,
  "fin_cells": 321,
  "max_freq_ghz": 0.4981,
  "routed_via_density": 5.156,
  "fin_crit_sh_pct": 80.30,
  "slew_viol_final": 0,
  "netlist_area_um2": 1604,
  "max_cap_violations": 0,
  "core_region_area_um2": 5140
}
## per-stage QoR
step           worst slack, ns  power (mW)  utilization, %  hold WS (ns)  area, um2
2_1_floorplan           0.7111       1.276               -        0.6385       1604
3_3_place_gp            0.3367       1.762           41.24        0.7048       2120
3_5_place_dp            0.2724       1.756           41.24        0.7166       2120
4_1_cts                 0.4964       1.918           42.11        0.7381       2165
5_1_grt                 0.3339       2.085           42.11        0.7729       2165
6_report                0.4925       1.903           42.11        0.7381       2165
## state kept, by name (all words and copies together), names as in the netlist
register    flops
location        8
c_state         5
facing_dir      4
action          3
turn            2
driving         1
## critical path: stages
cell,delay (ns)
clkdlybuf4s50_1,0.50
xor2_1,0.20
o21ai_0,0.23
nor2_1,0.07
nor3_1,0.25
nor3_1,0.09
buf_4,0.16
## cell type report
type	count	area, um2
well taps	70	87.58
multi-input cells	168	1105
fillers	538	2975
flip-flops and latches	23	420.4
clock buffers	4	45.04
inverters	7	26.28
repair buffers	49	480.5
## power by group through the flow
stage / combinational (mW) / sequential, mW / clock, mW
4_1_cts: 1.16 / 0.600 / 0.154
5_1_grt: 1.29 / 0.634 / 0.160
6_report: 1.15 / 0.600 / 0.149
## final timing paths
kind | start | endpoint | slack, ns | depth (start not counted)
hold / removal | c_state[1] | c_state[0] | 0.74 | 3
setup reg to reg | c_state[2] | c_state[0] | 0.52 | 6
setup / recovery | mtn_sensor[2] | c_state[0] | 0.49 | 7
hold reg to reg | c_state[1] | c_state[0] | 0.74 | 3
## synth_stat cells, types with 5 or more instances
master	number
xnor2_1	11
clkbuf_1	6
inv_1	6
nand2_1	18
nor2_1	19
edfxtp_1	5
a31oi_1	6
dlxtn_1	18
o21ai_0	20
nand3_1	5
mux2i_1	5
nor3_1	7
nor4_1	6
xor2_1	6
a21oi_1	16
## layer usage
layer,global-route usage [%],vias up
met2,27.23,43
li1,-,863
met3,1.900,2
met1,22.09,747
met4,0.8386,0
met5,0,-
## cell families after synthesis
family          synth area share, %
compound gates                23.48
flops                         9.360
latches                       16.85
buf+inv                       4.913
fa+ha+maj                     4.368
mux                           3.120
xor+xnor                      9.282
simple gates                  28.63
Power and IR drop assume default switching activity.
